==> ./design.v <==
module Adder_CLA(a, b, c_in, c_out, sum);
    parameter N = 32;  
    input [N - 1:0] a, b;  
    input c_in;  
    output c_out;  
    output [N - 1:0] sum;  
    wire [N/4:0] c;  
    assign c[0] = c_in;
    genvar i;
    generate
        for (i = 0; i < N/4; i = i + 1)
        begin : Adder_CLA4_loop
            Adder_CLA4  u_Adder_CLA4 (
                            .a                       ( a[i*4 + 3 : i*4] ),
                            .b                       ( b[i*4 + 3 : i*4] ),
                            .ci                      ( c[i] ),
                            .co                      ( c[i+1] ),
                            .s                       ( sum[i*4 + 3 : i*4] )
                        );
        end
    endgenerate
    assign c_out = c[N/4];
endmodule
module Adder_CLA4(a, b, ci, co, s);
    input [3:0] a, b;  
    input ci;  
    output co;  
    output [3:0] s;  
    wire [4:1] c;  
    wire [3:0] g;  
    wire [3:0] p;  
    assign g = a & b;
    assign p = a ^ b;
    assign c[1] = g[0] | (p[0] & ci),
           c[2] = g[1] | (p[1] & g[0]) | (p[1] & p[0] & ci),
           c[3] = g[2] | (p[2] & g[1]) | (p[2] & p[1] & g[0]) | (p[2] & p[1] & p[0] & ci),
           c[4] = g[3] | (p[3] & g[2]) | (p[3] & p[2] & g[1]) | (p[3] & p[2] & p[1] & g[0]) | (p[3] & p[2] & p[1] & p[0] & ci);
    assign s[0] = p[0] ^ ci,
           s[1] = p[1] ^ c[1],
           s[2] = p[2] ^ c[2],
           s[3] = p[3] ^ c[3];
    assign co = c[4];
endmodule
==> ./run.sh <==
#!/bin/bash
# OpenROAD 26Q1-2900-gdf79404cd8, Yosys 0.63+post, stock flow scripts
make -C /OpenROAD-flow-scripts/flow DESIGN_CONFIG=/design/flow/config.mk WORK_HOME=/design/flow/orfs finish
==> ./config.mk <==
export PLATFORM = sky130hd
export DESIGN_NAME = Adder_CLA
export DESIGN_NICKNAME = Adder_CLA
export VERILOG_FILES = /design/flow/design.v
export SDC_FILE = /design/flow/constraint.sdc
export NUM_CORES = 4
export LEC_CHECK = 1
export CORE_AREA = 10 10 87 87
export DIE_AREA = 0 0 97 97
==> ./constraint.sdc <==
current_design Adder_CLA

set clk_period 13.4
set clk_io_pct 0.2

create_clock -name clk0 -period $clk_period

set non_clock_inputs [all_inputs -no_clocks]
set_input_delay [expr $clk_period * $clk_io_pct] -clock clk0 $non_clock_inputs
set_output_delay [expr $clk_period * $clk_io_pct] -clock clk0 [all_outputs]
==> Changelog: implementation <==
## Implementation

- Status: completed
- Final GP Congestion: around 0.87
- DR pass1 iterations: 4
- Area of the core: around 5600 um2
- First-pass GRT wire length: ~7.5 mm
- # diodes: 0
- Final WL: ~4.6 mm
- Core Util at FP: 0.260
- Final setup violation count: 0
- Power per standard cell area: just under 50 nW/um2
- Via density: 4.57
- Top cells excl fill/tap: clkdlybuf4s50_1 (98), ha_1 (32), inv_1 (26)
- Syn avg cell area: between 8 and 9 um2
- Overall power: 126 uW
- CP endpoint: sum[29]
- Yosys Instances: ~180
- Fin. max-slew vios: 0
- Height of the die: 97 um
- Met3 WL: roughly 500 um
- Logic area: 1370 um2
- Final hold vios: 0
- HPWL Detailed: 4.18 mm
- Die Size: approximately 9400 um2
- Seq share, synth: 0
- Gr ovfl total: 0
- DP Worst Slack: roughly 5 ns
- # IOs: 98
- Top sig layer: met3
- CP Class: in -> out
- Worst slew margin: 0.787
- ANT nets after route: 0
- Vias post-DR: around 1,600
- DR iter-0 viols: 22
- PostCTS Resize Cnt: 0
- Yosys stat area: around 1500 um2
- Post-Route Setup TNS: 0 ns
- Wirelength per Cell: 13.0 um
- FF+latch area: 0 um2
- Pin count of the biggest net entering global routing: 8
- Final Critical Period: 8.42 ns
- Peak Freq: ~0.12 GHz
- Peak supply drop: between 0.02 and 0.025 mV
- Crit-path max FO: 6
- Area Overhead vs Synth: 73.0%
- Hold_buf cts: 0
- Final Cycle Share: 0.628
- Initial antenna violation count: 0
- Tool warnings: 32
- Vias in the first global route: 1,601
- Max-Cap Viols: 0
- Critical path endpoint category: output port
- Required time worst endpoint: ~11 ns
- CP Data Arrival Time: ~5.7 ns
- Final setup margin: about 5.0 ns
- Post-CTS Setup Inserts: 0
- Startpoint Class: input port
- CLK BUF: 0
- Share of layout cells above drive strength 1: 0.0500
- Least-Margin Pin Slew: between 0.3 and 0.4 ns
- Row count: 27
- Met2 WL: 1.87 mm
- Synthesized instance count: about 180
- Most frequent logic cell in the layout: clkdlybuf4s50_1
- Synth warn: 0
- RSZ-0062 raised after global routing: no
- Hold WC Path Type: in -> out
- Yosys cell types: 37
- Port Buf Inserts: approximately 98
- Gr usage total: 0.0908
- M1 WL: approximately 2.2 mm
- Mapped Area: about 1500 um2
- Die width: 97 um
- Crit path from: a[7]
- DRC violations left: 0
- Pleak: between 1 and 1.5 nW
- Seq_cells: 0
- Filler cells: about 580
==> kinds of logic (layout without fill, tap and decap cells) <==
| family | after synthesis | in the layout | share of synthesized area |
|---|---|---|---|
| adder cells (fa/ha/maj) | 40 | 40 | 0.382 |
| XOR/XNOR | 21 | 21 | 0.125 |
| AND-OR/OR-AND | 50 | 50 | 0.256 |
| AND/OR/NAND/NOR | 45 | 45 | 0.170 |
| buffers and inverters | 26 | 124 | 0.0666 |
==> layer usage <==
layer | vias to the layer above | global-route usage
met1 | 689 | 0.123
met2 | 64 | 0.141
met4 | 0 | 0
met3 | 0 | 0.0372
li1 | 854 | -
met5 | - | 0
==> Yosys cell counts, drive strengths merged (3+ instances only) <==
cell / n / area [um2]
a21o: 11 / 85.1
a21oi: 19 / 114
a31oi: 3 / 18.8
a41o: 3 / 41.3
fa: 8 / 160
ha: 32 / 400
inv: 26 / 97.6
nand2: 8 / 30.0
nand3: 6 / 35.0
nand4: 4 / 25.0
nor2: 11 / 41.3
nor2b: 4 / 25.0
o21ai: 7 / 42.5
xnor2: 18 / 158
xor2: 3 / 26.3
==> cell type report <==
class / count / share of cell area
multi-input combinational: 156 / 0.539
tap: 72 / 0.0355
inverter: 26 / 0.0385
timing repair buffer: 98 / 0.387
==> where the power goes <==
group	switching [mW]	internal (mW)
combinational	0.0441	0.0821
clock	0	0
sequential	0	0
total	0.0441	0.0821
==> metrics by stage <==
step | std cells | hold WS (ns) | cell area, um2 | util
after floorplan | 182 | 5.47 | 1470 | -
final | 352 | 6.43 | 2540 | 0.450
after global routing | 352 | 6.47 | 2540 | 0.450
after global placement | 352 | 6.44 | 2540 | 0.450
after CTS | 352 | 6.44 | 2540 | 0.450
after detailed placement | 352 | 6.44 | 2540 | 0.450
==> critical path, stage by stage <==
cell             delay (ns)
clkdlybuf4s50_1        0.40
ha_1                   0.35
a21oi_1                0.17
o21ai_0                0.15
a32oi_2                0.26
nand3_2                0.16
a41o_4                 0.32
nand3_1                0.11
o21ai_1                0.09
fa_1                   0.39
xor2_1                 0.16
clkdlybuf4s50_1        0.49
==> how the worst min path moves through the flow <==
stage	from	endpoint	slack [ns]	cells past startpoint
5_1_grt	c_in	sum[0]	6.47	5
6_report	c_in	sum[0]	6.43	5
4_1_cts	c_in	sum[0]	6.44	5
Power is estimated from default activity; no workload was simulated.
