==> design/flow/design.v <==
`timescale 1ns/1ps
module data_in_64_to_8 (output reg [7:0] data_8,    
                        output reg tx_enable,       
                        input wire clk,             
                        input wire rst_n,           
                        input wire [63:0] data_64,  
                        input wire data_in_enable,  
                        input wire manual_start);   
reg [63:0] data;       
reg [3:0] state;       
reg data_in_enable_1;  
reg manual_start_1;    
wire start_flag;  
assign start_flag = (((~data_in_enable_1) & data_in_enable) || ((~manual_start_1) & manual_start));
always @(posedge clk or negedge rst_n) begin
    if (!rst_n) begin
        data_in_enable_1 <= 1'b0;
        manual_start_1   <= 1'b0;
    end
    else begin
        data_in_enable_1 <= data_in_enable;
        manual_start_1   <= manual_start;
    end
end
always @(posedge clk or negedge rst_n) begin
    if (!rst_n) begin
        state <= 4'd8;
        data  <= 64'd0;
    end
    else if (start_flag) begin   
        if (state > 4'd6) begin  
            state <= 4'd0;       
            data  <= data_64;    
        end
        else begin
            state <= state + 1'b1;  
            data  <= data;
        end
    end
    else begin  
        state <= state;
        data  <= data;
    end
end
always @(posedge clk or negedge rst_n) begin
    if (!rst_n) begin
        data_8 <= 8'd0;
    end
    else begin
        case (state)  
            4'd0:
            data_8 <= data[7:0];  
            4'd1:
            data_8 <= data[15:8];
            4'd2:
            data_8 <= data[23:16];
            4'd3:
            data_8 <= data[31:24];
            4'd4:
            data_8 <= data[39:32];
            4'd5:
            data_8 <= data[47:40];
            4'd6:
            data_8 <= data[55:48];
            4'd7:
            data_8 <= data[63:56];  
            default:
            data_8 <= 8'd0;
        endcase
    end
end
always @(posedge clk or negedge rst_n)  begin
    if (!rst_n) begin
        tx_enable <= 1'b0;
    end
    else if (start_flag) begin  
        tx_enable <= 1'b1;      
    end
    else begin
        tx_enable <= 1'b0;
    end
end
endmodule  
`timescale 1ns/1ps
module data_out_8_to_64 (output reg [63:0] data_64,    
                         output reg data_out_done,     
                         input wire clk,               
                         input wire rst_n,             
                         input wire [7:0] data_8,      
                         input wire data_out_enable);  
reg [7:0] data_in;      
reg [63:0] data_out;    
reg [3:0] state;        
reg data_out_enable_1;  
wire start_flag;  
assign start_flag = (~data_out_enable_1) & data_out_enable;
always @(posedge clk or negedge rst_n) begin
    if (!rst_n) begin
        data_out_enable_1 <= 1'b0;
    end
    else begin
        data_out_enable_1 <= data_out_enable;
    end
end
always @(posedge clk or negedge rst_n) begin
    if (!rst_n) begin
        state   <= 4'd8;
        data_in <= 8'd0;
    end
    else if (start_flag) begin   
        data_in <= data_8;       
        if (state > 4'd6) begin  
            state <= 4'd0;       
        end
        else begin
            state <= state + 1'b1;  
        end
    end
    else begin  
        state   <= state;
        data_in <= data_in;
    end
end
always @(posedge clk or negedge rst_n) begin
    if (!rst_n) begin
        data_out <= 64'd0;
    end
    else begin
        case (state)  
            4'd0:
            data_out[7:0] <= data_in;  
            4'd1:
            data_out[15:8] <= data_in;
            4'd2:
            data_out[23:16] <= data_in;
            4'd3:
            data_out[31:24] <= data_in;
            4'd4:
            data_out[39:32] <= data_in;
            4'd5:
            data_out[47:40] <= data_in;
            4'd6:
            data_out[55:48] <= data_in;
            4'd7:
            data_out[63:56] <= data_in;  
            default:
            data_out <= 64'd0;
        endcase
    end
end
always @(posedge clk or negedge rst_n) begin
    if (!rst_n) begin
        data_out_done <= 1'd0;
    end
    else if (state == 4'd7) begin  
        data_out_done <= 1'd1;     
    end
    else begin
        data_out_done <= 1'd0;
    end
end
always @(posedge clk or negedge rst_n) begin
    if (!rst_n) begin
        data_64 <= 64'd0;
    end
    else if (data_out_done == 1'd1) begin  
        data_64 <= data_out;               
    end
    else begin
        data_64 <= data_64;
    end
end
endmodule  
`timescale 1ns/1ps
module top (output wire uart_txd,            
            output wire [63:0] data_out_64,  
            output wire data_out_done,       
            input wire clk,                  
            input wire rst_n,                
            input wire [63:0] data_in_64,    
            input wire manual_start,         
            input wire uart_rxd);            
    parameter CLK_F    = 50_000_000      ;
    parameter UART_BPS = 115200          ;
    parameter CLK_GOAL = CLK_F / UART_BPS;
    top_in #(
    .CLK_F    (CLK_F),
    .UART_BPS (UART_BPS),
    .CLK_GOAL (CLK_F / UART_BPS))
    u_top_in (
    .clk                     (clk),
    .rst_n                   (rst_n),
    .data_64                 (data_in_64),
    .manual_start            (manual_start),
    .uart_txd                (uart_txd)
    );
    top_out #(
    .CLK_F    (CLK_F),
    .UART_BPS (UART_BPS),
    .CLK_GOAL (CLK_F / UART_BPS))
    u_top_out (
    .clk                     (clk),
    .rst_n                   (rst_n),
    .uart_rxd                (uart_rxd),
    .data_64                 (data_out_64),
    .data_out_done           (data_out_done)
    );
endmodule  
`timescale 1ns/1ps
module top_in (output wire uart_txd,       
               input wire clk,             
               input wire rst_n,           
               input wire [63:0] data_64,  
               input wire manual_start);   
    parameter CLK_F    = 50_000_000      ;
    parameter UART_BPS = 115200          ;
    parameter CLK_GOAL = CLK_F / UART_BPS;
    wire [7:0] data_8;  
    wire tx_done;       
    wire tx_enable;     
    data_in_64_to_8  u_data_in_64_to_8 (
    .clk                     (clk),
    .rst_n                   (rst_n),
    .data_64                 (data_64),
    .data_in_enable          (tx_done),
    .manual_start            (manual_start),
    .data_8                  (data_8),
    .tx_enable               (tx_enable)
    );
    uart_tx #(
    .CLK_F    (CLK_F),
    .UART_BPS (UART_BPS),
    .CLK_GOAL (CLK_F / UART_BPS))
    u_uart_tx (
    .clk                     (clk),
    .rst_n                   (rst_n),
    .tx_enable               (tx_enable),
    .uart_data_in            (data_8),
    .uart_txd                (uart_txd),
    .tx_done                 (tx_done)
    );
endmodule  
`timescale 1ns/1ps
module top_out (output wire [63:0] data_64,  
                output wire data_out_done,   
                input wire clk,              
                input wire rst_n,            
                input wire uart_rxd);        
parameter CLK_F    = 50_000_000      ;
parameter UART_BPS = 115200          ;
parameter CLK_GOAL = CLK_F / UART_BPS;
wire [7:0] uart_data_out;  
wire uart_done;            
uart_rx #(
.CLK_F    (CLK_F),
.UART_BPS (UART_BPS),
.CLK_GOAL (CLK_F / UART_BPS))
u_uart_rx (
.clk                     (clk),
.rst_n                   (rst_n),
.uart_rxd                (uart_rxd),
.uart_data_out           (uart_data_out),
.uart_done               (uart_done)
);
data_out_8_to_64  u_data_out_8_to_64 (
.clk                     (clk),
.rst_n                   (rst_n),
.data_8                  (uart_data_out),
.data_out_enable         (uart_done),
.data_64                 (data_64),
.data_out_done           (data_out_done)
);
endmodule  
`timescale 1ns/1ps
module uart_rx (output reg [7:0] uart_data_out,  
                output reg uart_done,            
                input wire clk,                  
                input wire rst_n,                
                input wire uart_rxd);            
parameter CLK_F    = 50_000_000;        
parameter UART_BPS = 115200;            
parameter CLK_GOAL = CLK_F / UART_BPS;  
reg uart_rxd_1;        
reg [31:0] clk_count;  
reg [3:0] rx_count;    
reg [7:0] rx_data;     
reg rx_flag;           
wire start_flag;  
assign start_flag = uart_rxd_1 & (~uart_rxd);
always @(posedge clk or negedge rst_n) begin
    if (!rst_n) begin
        uart_rxd_1 <= 1'b1;
    end
    else begin
        uart_rxd_1 <= uart_rxd;
    end
end
always @(posedge clk or negedge rst_n) begin
    if (!rst_n) begin
        rx_flag <= 1'b0;
    end
    else begin
        if (start_flag) begin  
            rx_flag <= 1'b1;   
        end
        else if (rx_count == 4'd10) begin  
            rx_flag <= 1'b0;               
        end
        else begin
            rx_flag <= rx_flag;
        end
    end
end
always @(posedge clk or negedge rst_n) begin
    if (!rst_n) begin
        clk_count <= 32'd0;
        rx_count  <= 4'd0;
    end
    else if (rx_flag) begin                    
        if (clk_count < (CLK_GOAL - 1)) begin  
            clk_count <= clk_count + 1'b1;
            rx_count  <= rx_count;
        end
        else begin                         
            clk_count <= 32'd0;            
            rx_count  <= rx_count + 1'b1;  
        end
    end
    else begin  
        clk_count <= 32'd0;
        rx_count  <= 4'd0;
    end
end
always @(posedge clk or negedge rst_n) begin
    if (!rst_n) begin
        rx_data <= 8'd0;
    end
    else if (rx_flag) begin                     
        if (clk_count == (CLK_GOAL / 2)) begin  
            case (rx_count)
                4'd1:
                rx_data[0] <= uart_rxd;  
                4'd2:
                rx_data[1] <= uart_rxd;
                4'd3:
                rx_data[2] <= uart_rxd;
                4'd4:
                rx_data[3] <= uart_rxd;
                4'd5:
                rx_data[4] <= uart_rxd;
                4'd6:
                rx_data[5] <= uart_rxd;
                4'd7:
                rx_data[6] <= uart_rxd;
                4'd8:
                rx_data[7] <= uart_rxd;  
                default:
                rx_data <= rx_data;
            endcase
        end
        else begin  
            rx_data <= rx_data;
        end
    end
    else begin  
        rx_data <= 8'd0;
    end
end
always @(posedge clk or negedge rst_n) begin
    if (!rst_n) begin
        uart_data_out <= 8'd0;
        uart_done     <= 1'b0;
    end
    else if (rx_count == 4'd10) begin  
        uart_data_out <= rx_data;      
        uart_done     <= 1'b1;         
    end
    else begin
        uart_data_out <= uart_data_out;
        uart_done     <= 1'b0;
    end
end
endmodule  
`timescale 1ns/1ps
module uart_tx (output reg uart_txd,             
                output reg tx_done,              
                input wire clk,                  
                input wire rst_n,                
                input wire tx_enable,            
                input wire [7:0] uart_data_in);  
    parameter CLK_F    = 50_000_000;        
    parameter UART_BPS = 115200;            
    parameter CLK_GOAL = CLK_F / UART_BPS;  
    reg tx_enable_0;       
    reg tx_enable_1;       
    reg [31:0] clk_count;  
    reg [3:0] tx_count;    
    reg [7:0] tx_data;     
    reg tx_flag;           
    wire start_flag;  
    assign start_flag = (~tx_enable_1) & tx_enable_0;
    always @(posedge clk or negedge rst_n) begin
        if (!rst_n) begin
            tx_enable_0 <= 1'b0;
            tx_enable_1 <= 1'b0;
        end
        else begin
            tx_enable_0 <= tx_enable;
            tx_enable_1 <= tx_enable_0;
        end
    end
    always @(posedge clk or negedge rst_n) begin
        if (!rst_n) begin
            tx_flag <= 1'b0;
            tx_data <= 8'd0;
        end
        else begin
            if (start_flag) begin         
                tx_flag <= 1'b1;          
                tx_data <= uart_data_in;  
            end
            else if (tx_count == 4'd10) begin  
                tx_flag  <= 1'b0;              
                tx_data	 <= 8'd0;              
            end
            else begin
                tx_flag  <= tx_flag;
                tx_data	 <= tx_data;
            end
        end
    end
    always @(posedge clk or negedge rst_n) begin
        if (!rst_n) begin
            clk_count <= 32'd0;
            tx_count  <= 4'd0;
        end
        else if (tx_flag) begin                    
            if (clk_count < (CLK_GOAL - 1)) begin  
                clk_count <= clk_count + 1'b1;
                tx_count  <= tx_count;
            end
            else begin                         
                clk_count <= 32'd0;            
                tx_count  <= tx_count + 1'b1;  
            end
        end
        else begin  
            clk_count <= 32'd0;
            tx_count  <= 4'd0;
        end
    end
    always @(posedge clk or negedge rst_n) begin
        if (!rst_n) begin
            uart_txd <= 1'b1;
        end
        else if (tx_flag) begin  
            case (tx_count)      
                4'd0:
                uart_txd <= 1'b0;  
                4'd1:
                uart_txd <= tx_data[0];  
                4'd2:
                uart_txd <= tx_data[1];
                4'd3:
                uart_txd <= tx_data[2];
                4'd4:
                uart_txd <= tx_data[3];
                4'd5:
                uart_txd <= tx_data[4];
                4'd6:
                uart_txd <= tx_data[5];
                4'd7:
                uart_txd <= tx_data[6];
                4'd8:
                uart_txd <= tx_data[7];  
                default:
                uart_txd <= 1'b1;  
            endcase
        end
        else begin             
            uart_txd <= 1'b1;  
        end
    end
    always @(posedge clk or negedge rst_n) begin
        if (!rst_n) begin
            tx_done <= 1'b0;
        end
        else if (tx_count == 4'd10) begin  
            tx_done <= 1'b1;               
        end
        else begin
            tx_done <= 1'b0;
        end
    end
endmodule  
==> design/flow/run.sh <==
#!/bin/bash
# OpenROAD 26Q1-2900-gdf79404cd8, Yosys 0.63+post, stock flow scripts
make -C /OpenROAD-flow-scripts/flow DESIGN_CONFIG=/design/flow/config.mk WORK_HOME=/design/flow/orfs finish
==> design/flow/config.mk <==
export PLATFORM = sky130hd
export DESIGN_NAME = top
export DESIGN_NICKNAME = top
export VERILOG_FILES = /design/flow/design.v
export SDC_FILE = /design/flow/constraint.sdc
export NUM_CORES = 4
export LEC_CHECK = 1
export CORE_UTILIZATION = 50
==> design/flow/constraint.sdc <==
current_design top

set clk_period 4.1
set clk_io_pct 0.2

create_clock -name clk0 -period $clk_period [get_ports {clk}]

set non_clock_inputs [all_inputs -no_clocks]
set_input_delay [expr $clk_period * $clk_io_pct] -clock clk0 $non_clock_inputs
set_output_delay [expr $clk_period * $clk_io_pct] -clock clk0 [all_outputs]
==> results_slide.txt <==
Flow Results at a Glance

Placed design
  – Final GP Congestion: 0.8181
  – I/O Buffers: 133
  – Post-DP HPWL: 16340 µm
  – Cell Area, Placed: 0.01479 mm²

Final timing
  – Worst-Margin Slew: 0.9098 ns
  – Worst hold slack: 0.2724 ns
  – Max-slew headroom: 0.3888
  – Max frequency: 381.2 MHz
  – Final Max Tran Viols: 0
  – Clock Skews: 0.006079 ns
  – Cycle use final: 0.6398
  – Min Tclk post-route: 2.623 ns
  – Setup TNS Final: 0 ns
  – Fin. Hold Viols: 0
  – Final Setup Violations: 0
  – RSZ-0062 raised after global routing: false

Setup path
  – Crit-path slowest cell: dfrtp_2
  – Max incr delay on CP: 0.73 ns
  – CP Capture Type: primary output
  – Worst Setup Path Type: register to primary output
  – CP Buf/Inv Count: 1
  – Top delay family on crit path: flip-flops
  – Crit path DRT: 3.28 ns
  – Critical path launch point type: register
  – CP Max Fanout: 23
  – Critical path data arrival time: 1.80 ns
  – CP cell instances: clkdlybuf4s50_1
  – CP startpoint: u_top_out.u_data_out_8_to_64.data_out_done
  – RR Startpoint: u_top_in.u_data_in_64_to_8.state[2]

Power and ir drop
  – Worst IR Drop VDD: 0.0003909 V
  – Static Leak: 7.231 nW
  – Pwr Density: 578.1 mW/mm²

Yosys
  – Fraction of registers with async set/reset: 1.000
  – Mapped Cells: 1075
  – Post-Syn Area: 0.01297 mm²
  – Yosys chip area: 0.01297 mm²
  – Seq/Total Area, Yosys: 0.6272
  – Flops out of synthesis: 325
  – EDFF count, synth: 0
  – Yosys cell count: 1075
  – Main flop type: dfrtp_1
  – Synth warn: 4
  – Mapped Avg Cell Area: 12.07 µm²
  – Distinct lib cells: 54

Status
  – Status: finished clean

Finish
  – P&R area growth vs syn: 22.94%
  – Fill cell count: 1947
  – Sequential Area: 0.008139 mm²
  – Gate Area: 0.004688 mm²
  – Final core occ: 0.6298
  – Final instance area: 0.01595 mm²
  – Most instantiated logic cells after routing: 320 x dfrtp_1, 207 x nand2_1, 138 x mux2_2, 132 x clkdlybuf4s50_1, 85 x o21ai_0
  – Top cell excl fill/tap: dfrtp_1
  – Share of cells above drive strength 1: 0.1777

Route
  – Vias: 8157
  – Antenna Nets Post-Route: 0
  – DRT Wirelength: 24890 µm
  – Iter 0 DRT Violations: 444
  – Vias per cell: 5.092
  – Residual DRC: 0
  – Pre-Repair DR Iteration Count: 5
  – Wire per inst: 15.54 µm
  – Antenna diode count: 0

GRT
  – Vias in the first global route: 8120
  – M2 GR Usage: 0.3116
  – GRT met3 Usage: 0.02794
  – M1 GR Usage: 0.3531
  – Largest net degree at the start of global routing: 113
  – Global-route wire length before repair: 41810 µm
  – Total gr overflow: 0
  – Global route hottest layer: met1
  – Initial antenna violation count: 0
  – Overall routing resource usage: 0.2091

Clocking
  – CTS tree: done
  – CTS Buf Count: 36
  – Postcts setup bufs: 0
  – Late-Pin Clk Latency: 0.49 ns
  – CTS max path bufs: 3
  – CTS Root Cell: clkbuf_16
  – H-tree depth: 2
  – Clock sinks: 325
  – Post-cts hold-fix buffer tally: 0
  – Clk slew on worst S/H paths: 0.06 ns
  – Post_cts resized: 0

Die
  – Die x size: 163.1 µm
  – Core Region: 0.02533 mm²
  – Die height: 163.1 µm
  – Row count: 58
  – Fp util: 0.5123
  – Die Footprint: 0.02660 mm²
  – IO Pins: 134

Run
  – Tool warnings: 42
  – Maxcap violations: 0

Worst hold path
  – Worst min path class: input pin to asynchronous set/reset pin
[layout make-up]
cell class | instances | share of cell area
inverter | 24 | 0.005648
clock inverter | 7 | 0.005491
timing repair buffer | 148 | 0.09162
clock buffer | 52 | 0.06722
sequential | 325 | 0.5102
multi-input combinational | 716 | 0.2939
tap | 330 | 0.02588
[worst reg2reg max path: stages (launching register included)]
cell     delay [ns]
dfrtp_1        0.81
inv_1          0.33
nor3_2         0.38
o21ai_4        0.07
buf_4          0.36
mux2_2         0.43
[synthesized netlist by cell type, types with 9 or more instances]
cell type  instances  area share
dfrtp_1          321        0.62
nand2_1          207       0.060
mux2_2           138        0.12
o21ai_0           85       0.033
nor2_1            34      0.0098
clkbuf_1          31      0.0090
inv_1             24      0.0069
ha_1              21       0.020
nand3_1           17      0.0066
a21oi_1           16      0.0062
buf_1             15      0.0043
mux2i_1           15       0.012
nand2b_1          12      0.0058
nor3_1            11      0.0042
a22oi_1           10      0.0058
nor4_1            10      0.0048
xnor2_1            9      0.0061
[metal layers]
| layer | share of wire | vias up |
|---|---|---|
| li1 | - | 3985 |
| met1 | 0.47 | 3956 |
| met2 | 0.46 | 175 |
| met3 | 0.039 | 41 |
| met4 | 0.022 | 0 |
| met5 | 0 | - |
[sequential cells by signal, indices dropped and copies added (netlist names), 4 cells and up]
register                               cells
u_top_out.u_uart_rx.clk_count             32
u_top_in.u_data_in_64_to_8.data_8          8
u_top_out.u_data_out_8_to_64.data_out     64
u_top_out.u_data_out_8_to_64.data_64      64
u_top_out.u_uart_rx.rx_data                8
u_top_out.u_uart_rx.uart_data_out          8
u_top_out.u_uart_rx.rx_count               4
u_top_out.u_data_out_8_to_64.state         4
u_top_in.u_data_in_64_to_8.data           64
u_top_in.u_data_in_64_to_8.state           4
u_top_in.u_uart_tx.clk_count              32
u_top_out.u_data_out_8_to_64.data_in       8
u_top_in.u_uart_tx.tx_data                 8
u_top_in.u_uart_tx.tx_count                4
[metrics by stage]
stage,instances,setup WS [ns],power [W]
6_report,1602,1.477,0.009221
5_1_grt,1602,1.392,0.009754
4_1_cts,1602,1.421,0.009349
3_5_place_dp,1543,1.113,0.006179
3_3_place_gp,1543,1.108,0.006160
2_1_floorplan,1120,2.125,0.005509
[cell families after synthesis]
family,after synthesis,synth area share
buffers and inverters,79,0.02507
DFF,325,0.6272
xor gates and xnor gates,15,0.01013
adders and majority gates,21,0.02025
other,1,0.0002890
muxes,153,0.1313
AOI/OAI and AO/OA,155,0.07300
and+or+nand+nor,326,0.1127
[final timing paths]
check | endpoint | slack [ns] | depth (start not counted)
min reg2reg | u_top_in.u_uart_tx.tx_enable_0 | 0.35 | 0
min in group clk0 | u_top_in.u_uart_tx.tx_enable_0 | 0.35 | 0
max | data_out_done | 1.48 | 1
max reg2reg | u_top_in.u_data_in_64_to_8.data[32] | 1.60 | 5
min | u_top_out.u_data_out_8_to_64.data_64[38] | 0.27 | 1
max in group asynchronous | u_top_in.u_uart_tx.tx_done | 2.73 | 2
[report_power, final]
part	switching [W]	total (W)	internal, W
logic	0.00114	0.00203	0.000890
registers	0.000364	0.00409	0.00373
clock network	0.00118	0.00310	0.00193
Power is estimated from default activity; no workload was simulated.
