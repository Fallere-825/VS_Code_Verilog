## flow/run.sh

```bash
#!/bin/bash
# OpenROAD 26Q1-2900-gdf79404cd8, Yosys 0.63+post, stock flow scripts
make -C /OpenROAD-flow-scripts/flow DESIGN_CONFIG=/design/flow/config.mk WORK_HOME=/design/flow/orfs finish
```

## flow/config.mk

```make
export PLATFORM = sky130hd
export DESIGN_NAME = Traffic_Light
export DESIGN_NICKNAME = Traffic_Light
export VERILOG_FILES = /design/flow/design.v
export SDC_FILE = /design/flow/constraint.sdc
export NUM_CORES = 4
export LEC_CHECK = 1
export CORE_AREA = 10 10 107 107
export DIE_AREA = 0 0 117 117
```

## flow/constraint.sdc

```tcl
current_design Traffic_Light

set clk_period 4.4
set clk_io_pct 0.2

create_clock -name clk0 -period $clk_period [get_ports {clk}]

set non_clock_inputs [all_inputs -no_clocks]
set_input_delay [expr $clk_period * $clk_io_pct] -clock clk0 $non_clock_inputs
set_output_delay [expr $clk_period * $clk_io_pct] -clock clk0 [all_outputs]
```

## flow/design.v

```verilog
`timescale  1s / 1ns
module Traffic_Light(clk, clr, test, flicker, hr, hy, hg, vr, vy, vg, count);
    input clk,
          clr,   
          test,  
          flicker;   
    output hr, hy, hg, vr, vy, vg;
    reg hr, hy, hg, vr, vy, vg;  
    output [7:0] count;  
    reg [7:0] count = 8'b00000001;   
    parameter L0 = 6'b100001,
              L1 = 6'b100010,
              L2 = 6'b010010,
              L3 = 6'b010100,
              L4 = 6'b001100,
              L_clr = 6'b000000,
              L_test = 6'b111111;
    parameter S0 = 4'b0000,              
              S1 = 4'b0001,              
              S2 = 4'b0010,              
              S3 = 4'b0011,              
              S4 = 4'b0100,              
              S5 = 4'b0101,              
              S6 = 4'b0110,              
              S7 = 4'b0111,              
              S_flicker_1 = 4'b1000,     
              S_flicker_2 = 4'b1001,     
              S_clr = 4'b1010,           
              S_test = 4'b1011;          
    parameter T0 = 15,   
              T1 = 5,    
              T2 = 1,    
              T3 = 5,    
              T4 = 10,   
              T5 = 5,    
              T6 = 1,    
              T7 = 5;    
    reg [5:0] light = 6'b000000;
    reg [3:0] current_state, next_state;
    always @(posedge clk)
    begin
        current_state <= next_state;     
    end
    always @(posedge clk or negedge clr or negedge test or posedge flicker)
    begin
        if (!clr)    
        begin
            count <= 0;  
        end
        else if (!test)  
        begin
            count <= 0;  
        end
        else if (flicker)    
        begin
            count <= 0;  
        end
        else
        begin
            if (count == 1 || count == 0)  
            begin
                case(next_state)     
                    S0:
                    begin
                        count <= T0;
                    end
                    S1:
                    begin
                        count <= T1;
                    end
                    S2:
                    begin
                        count <= T2;
                    end
                    S3:
                    begin
                        count <= T3;
                    end
                    S4:
                    begin
                        count <= T4;
                    end
                    S5:
                    begin
                        count <= T5;
                    end
                    S6:
                    begin
                        count <= T6;
                    end
                    S7:
                    begin
                        count <= T7;
                    end
                    default:
                    begin
                        count <= T0;
                    end
                endcase
            end
            else     
            begin
                count <= count - 1;  
            end
        end
    end
    always @(current_state or clr or test or flicker or count)
    begin
        if (!clr)    
        begin
            next_state = S_clr;
            light = L_clr;   
        end
        else if (!test)  
        begin
            next_state = S_test;
            light = L_test;  
        end
        else if (flicker)    
        begin
            case(current_state)  
                S_flicker_1:
                begin
                    next_state = S_flicker_2;
                    light = L_clr;   
                end
                default:
                begin
                    next_state = S_flicker_1;
                    light = L2;  
                end
            endcase
        end
        else
        begin
            case(current_state)  
                S0:
                begin
                    light = L0;
                    if (count == 1)
                    begin
                        next_state = S1;
                    end
                    else
                    begin
                        next_state = S0;
                    end
                end
                S1:
                begin
                    light = L1;
                    if (count == 1)
                    begin
                        next_state = S2;
                    end
                    else
                    begin
                        next_state = S1;
                    end
                end
                S2:
                begin
                    light = L2;
                    if (count == 1)
                    begin
                        next_state = S3;
                    end
                    else
                    begin
                        next_state = S2;
                    end
                end
                S3:
                begin
                    light = L3;
                    if (count == 1)
                    begin
                        next_state = S4;
                    end
                    else
                    begin
                        next_state = S3;
                    end
                end
                S4:
                begin
                    light = L4;
                    if (count == 1)
                    begin
                        next_state = S5;
                    end
                    else
                    begin
                        next_state = S4;
                    end
                end
                S5:
                begin
                    light = L3;
                    if (count == 1)
                    begin
                        next_state = S6;
                    end
                    else
                    begin
                        next_state = S5;
                    end
                end
                S6:
                begin
                    light = L2;
                    if (count == 1)
                    begin
                        next_state = S7;
                    end
                    else
                    begin
                        next_state = S6;
                    end
                end
                S7:
                begin
                    light = L1;
                    if (count == 1)
                    begin
                        next_state = S0;
                    end
                    else
                    begin
                        next_state = S7;
                    end
                end
                default:
                begin
                    next_state = S0;
                    light = L0;
                end
            endcase
        end
        hr = light[5];   
        hy = light[4];   
        hg = light[3];   
        vr = light[2];   
        vy = light[1];   
        vg = light[0];   
    end
endmodule
```

==> summary.txt <==
post-synthesis cell type count -> 32
most frequent cells in the layout -> nand2_1 (30), clkdlybuf4s50_1 (17), dfxtp_1 (12)
IO Port Bufs -> 17
maximum clock path buffer count -> 2
area fraction in compound gates -> 0.145
CP top delay family -> simple AND/OR/NAND/NOR gates
Post-synth seq share -> 0.415
layout cells sized above 1 -> 0.0537
Max Freq -> 306 MHz
status -> finished, final reports clean
hold_ws -> 0.472 ns
Synth flops -> 20
Largest logic family -> simple AND/OR/NAND/NOR gates
die area -> 13,700 sq um
Post-CTS Setup Inserts -> 0
CTS tree -> done
DP Worst Slack -> 1.16 ns
Top cell excl fill/tap -> nand2_1
Worst VDD drop -> 0.128 mV
vias in the first global route -> 844
Total Wirelength -> 2.61 mm
Setup crit end kind -> output pin
Min-Delay Path Class -> flip-flop to flip-flop
gate count of the mapped netlist -> 131
Final Critical Period -> 3.27 ns
Max Cap Viol -> 0
clock latency (worst-skew pair) -> 0.26 ns
area grow syn2layout -> 32.5%
CTS hold repair buffers -> 0
initial antenna violation count -> 0
CP Data Arrival Time -> 2.39 ns
Setup TNS -> 0 ns
HP Start -> current_state[4]
Critical R2R Launch -> count[6]
crit-path max FO -> 7
initial detailed-routing violation count -> 44
Log Warnings -> 26
RSZ-0062 raised after global routing -> no
TritonCTS Sinks -> 20
yosys stat area -> 1060 sq um
Worst slew margin -> 0.655
largest net degree at the start of global routing -> 13
first-pass GRT wire length -> 4.26 mm
Initial Util -> 0.115
CTS H-tree depth -> 1
WL/cell -> 10.0 um
CP cell instances -> nor4_1 > nor3b_1 > inv_1 > o21ai_0 > and2_1 > clkdlybuf4s50_1
critical path launch point type -> flip-flop
Final ANT Viol Nets -> 0
Via density -> 3.74
root buf cell -> clkbuf_8
site row count -> 35
total global-route track usage -> 0.0376
final estimated routing congestion in global placement -> 0.820
CP max stage cell -> nor4_1
number of buffers created by CTS -> 3
Ys Warns -> 1
Antenna diodes -> 0
ys cells -> 131
Synth mux share -> 0.0142
WS Path Type -> flip-flop to output pin
xor+xnor area frac -> 0.0413
drt first pass iters -> 4
Req. time, crit path -> 3.52 ns
Slew @ Worst Pin -> 0.513 ns
Final Skew -> 0.00666 ns
Layout fillers -> 1,038
Final Max Tran Viols -> 0
adder-cell share of the synthesized area -> 0.0236
Final Hold Violation Tally -> 0
Period Utilization, post-route -> 0.743
mean post-synth cell area -> 8.10 sq um
CP max stage delay -> 0.50 ns
Finish-stage setup viols -> 0
Core ar. -> 9200 sq um
total number of vias -> 972
final worst slack -> 1.13 ns
final routed DRC violation total -> 0
Worst Setup SP -> current_state[8]
chip height -> 117 um
leak pwr -> 0.000526 uW
hpwl dp -> 1.95 mm
Pwr per Cell Area -> 470 nW/um^2
Synth Cell Area -> 1060 sq um
Post-CTS Resized -> 0
yosys simple share -> 0.315
Crit path buffers/inverters -> 2
GRT overflow -> 0
clock-pin slew on the worst setup and hold paths -> 0.07 ns
number of I/O pins -> 18
die width -> 117 um
==> sequential cells by signal, indices dropped and copies added (netlist names) <==
register and flops:
current_state 12, count 8
==> per-stage QoR <==
stage               std cells  instance area [sq um]  utilization  total power (uW)
global route              260                   1410        0.153               709
floorplan                 131                   1060            -               406
CTS                       260                   1410        0.153               669
finish                    260                   1410        0.153               661
global placement          256                   1350        0.147               527
detailed placement        256                   1350        0.147               527
==> path summary, 6_finish.rpt <==
kind                       depth (start not counted)          endpoint  slack (ns)
max in group asynchronous                          4          count[0]        2.45
max                                                6                vg        1.13
min reg2reg                                        2  current_state[4]        0.47
min in group asynchronous                          3          count[3]        1.52
max reg2reg                                        5          count[2]        2.38
min                                                2  current_state[4]        0.47
==> final cells by class <==
class / count / area [sq um] / share of cell area
clock buffer: 4 / 55.1 / 0.0391
inverter: 8 / 30.0 / 0.0214
multi-input combinational: 100 / 572 / 0.407
sequential: 20 / 440 / 0.313
tap: 111 / 139 / 0.0988
timing repair buffer: 17 / 170 / 0.121
==> power breakdown <==
group	switching [uW]	internal (uW)
clock	60.3	79.6
sequential	69.7	221
combinational	95.3	135
total	225	436
==> worst reg2reg max path, cell delays in order, from the launching register on <==
cell,delay (ns)
dfrtp_1,0.46
nor4_4,0.39
and3_1,0.45
mux2_4,0.25
nand4_1,0.12
a221oi_2,0.26
==> cell families (layout without fill, tap and decap cells) <==
| kind of cell | Yosys count | count (layout) |
|---|---|---|
| and+or+nand+nor | 68 | 68 |
| AOI/OAI and AO/OA | 24 | 24 |
| adders and majority gates | 2 | 2 |
| DFF | 20 | 20 |
| buffers and inverters | 11 | 29 |
| muxes | 1 | 1 |
| xor gates and xnor gates | 5 | 5 |
==> metal layers <==
layer  up-vias  GRT usage  share of wire
met3         0    0.00929          0.054
met5         -          0              0
met1       459     0.0553           0.52
met4         0   0.000824              0
li1        493          -              -
met2        20     0.0577           0.43
==> Yosys cell counts <==
| cell type | count | area share |
|---|---|---|
| nand2_1 | 30 | 0.11 |
| dfxtp_1 | 12 | 0.23 |
| nor2_1 | 10 | 0.035 |
| a21oi_1 | 9 | 0.042 |
| dfrtp_1 | 8 | 0.19 |
| inv_1 | 8 | 0.028 |
| nor3_1 | 6 | 0.028 |
| nor4_1 | 6 | 0.035 |
| o21ai_0 | 5 | 0.024 |
| xor2_1 | 4 | 0.033 |
| nand3_1 | 3 | 0.014 |
| o31ai_1 | 3 | 0.021 |
| a211oi_1 | 2 | 0.014 |
| clkbuf_1 | 2 | 0.0071 |
| ha_1 | 2 | 0.024 |
| nand3b_1 | 2 | 0.014 |
| nand4_1 | 2 | 0.012 |
| nor3b_1 | 2 | 0.014 |
| or3_1 | 2 | 0.012 |
| a221oi_2 | 1 | 0.014 |
| a311oi_1 | 1 | 0.0083 |
| a31oi_1 | 1 | 0.0059 |
| a32oi_1 | 1 | 0.0083 |
| and2_1 | 1 | 0.0059 |
| and3_1 | 1 | 0.0059 |
| buf_6 | 1 | 0.011 |
| mux2_4 | 1 | 0.014 |
| nand2b_1 | 1 | 0.0059 |
| nor4_4 | 1 | 0.020 |
| o21a_1 | 1 | 0.0071 |
| or2_2 | 1 | 0.0059 |
| xnor2_1 | 1 | 0.0083 |
Power is estimated from default activity; no workload was simulated.
